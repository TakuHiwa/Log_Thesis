**flow/config.mk**
```make
export PLATFORM = sky130hd
export DESIGN_NAME = Crossbar
export DESIGN_NICKNAME = Crossbar
export VERILOG_FILES = /design/flow/design.v
export SDC_FILE = /design/flow/constraint.sdc
export NUM_CORES = 4
export LEC_CHECK = 1
export CORE_AREA = 10 10 70 70
export DIE_AREA = 0 0 80 80
```
**flow/constraint.sdc**
```tcl
current_design Crossbar

set clk_period 1.5
set clk_io_pct 0.2

create_clock -name clk0 -period $clk_period

set non_clock_inputs [all_inputs -no_clocks]
set_input_delay [expr $clk_period * $clk_io_pct] -clock clk0 $non_clock_inputs
set_output_delay [expr $clk_period * $clk_io_pct] -clock clk0 [all_outputs]
```
**flow/design.v**
```verilog
`timescale 1ns / 1ps
module Crossbar #(
    parameter Width = 8, Addr_width = 8, Select = 3
    )
    (
    input wire[Width-1:0] IL,
    input wire[Width-1:0] IN,
    input wire[Width-1:0] IE,
    input wire[Width-1:0] IW,
    input wire[Width-1:0] IS,
    input wire [Select-1:0] S_L,
    input wire [Select-1:0] S_N,
    input wire [Select-1:0] S_E,
    input wire [Select-1:0] S_W,
    input wire [Select-1:0] S_S,
    output wire[Width-1:0] OL,
    output wire[Width-1:0] ON,
    output wire[Width-1:0] OE,
    output wire[Width-1:0] OW,
    output wire[Width-1:0] OS
    );
    reg MOL, MON, MOE, MOW, MOS;
    assign OL = MOL;
    assign ON = MON;
    assign OE = MOE;
    assign OW = MOW;
    assign OS = MOS;
    always @(*) begin
        case (S_L)
            3'd1: MOL = IL;
            3'd2: MOL = IN;
            3'd3: MOL = IE;
            3'd4: MOL = IW;
            3'd5: MOL = IS;
            default: MOL = 8'd0;
        endcase
        case (S_N)
            3'd1: MON = IL;
            3'd2: MON = IN;
            3'd3: MON = IE;
            3'd4: MON = IW;
            3'd5: MON = IS;
            default: MON = 8'd0;
        endcase
        case (S_E)
            3'd1: MOE = IL;
            3'd2: MOE = IN;
            3'd3: MOE = IE;
            3'd4: MOE = IW;
            3'd5: MOE = IS;
            default: MOE = 8'd0;
        endcase
        case (S_W)
            3'd1: MOW = IL;
            3'd2: MOW = IN;
            3'd3: MOW = IE;
            3'd4: MOW = IW;
            3'd5: MOW = IS;
            default: MOW = 8'd0;
        endcase
        case (S_S)
            3'd1: MOS = IL;
            3'd2: MOS = IN;
            3'd3: MOS = IE;
            3'd4: MOS = IW;
            3'd5: MOS = IS;
            default: MOS = 8'd0;
        endcase
    end
endmodule
```
**flow/run.sh**
```bash
#!/bin/bash
# OpenROAD 26Q1-2900-gdf79404cd8, Yosys 0.63+post, stock flow scripts
make -C /OpenROAD-flow-scripts/flow DESIGN_CONFIG=/design/flow/config.mk WORK_HOME=/design/flow/orfs finish
```
==> notes.md <==
impl run done, here's what came out: FP Util=15.93%, fmax=0.6915 GHz, design area=695.7 um2, synth top area cells=buf_4 55%, mux2i_1 13%, o211a_1 5.5%, a21oi_1 4.6%, nor2_1 4.1%, Max VDD drop=0.03192 mV, register area=0 um2, DR vias/cell=3.020, Crit Path Category=in -> out, number of fill cells in the layout=399, share of layout cells above drive strength 1=14.00%, Critical Path Source Type=input port, Avg Cell Area, Syn=7.068 um2, status=complete, no violations, Final GP Congestion=0.7957, Initial DRT Pass Iterations=4, cell chain of the critical path=clkdlybuf4s15_2 -> buf_4 -> nor2_1 -> nor2_1 -> o211a_1 -> clkdlybuf4s15_1, total grt overflow=0, GRT Resource Usage Total=4.179%, initial DRC count=22, row cnt=21, Post-CTS Setup Bufs=0, Slowest cell on crit path=clkdlybuf4s15_2, Yosys cell types=12, crit path DAT=1.15 ns, placed inst area=709.4 um2, Area growth syn-to-layout=27.82%, OpenROAD warnings=67, Critical Path End=OE[0], Synth top cell by count=buf_4, area of the multi-input gates=381.6 um2, WL/cell=11.12 um, global-route wire length before repair=2201 um, CP max stage delay=0.19 ns, antenna violations before repair=1, clkbuf count=0, Hold Violations, Final=0, setup tns final=0 ns, Seq/Total Area, Yosys=0%, yosys cell count=77, top cells by count=40 x buf_4, 7 x mux2i_1, 6 x nor2_1, drt total wl=1634 um, data required time at the worst endpoint=1.20 ns, Critical path origin=IW[0], Crit. End Element=output port, hold_buf cts=0, die area=6400 um2, Post-Syn Instances=77, yosys warns=1, max-capacitance violation count=0, I/O pin cnt=95, number of global-route vias before repair=496, antenna-violating nets left=0, RSZ-0062 raised after global routing=false, core area=3416 um2, most area-hungry cell type in the Yosys netlist=buf_4, HP Class=in -> out, Final setup viols=0, Tmin final=1.446 ns, post-route clock period utilization=96.41%, # DRC=0, flop count=0, Detail Placement HPWL=1463 um, cell repeated most along the worst path=nor2_1, P_leak=0.3775 nW, Die X=80 um, Worst Path Max Fanout=3, Pwr Density=198.1 nW/um2, Cell Area, Synth=544.3 um2, largest net degree at the start of global routing=6, Die Span Y=80 um, Max Slew Vio Count=0, Vias=444, Area leader share=55.17%, YS chip area=544.3 um2, Port Buffer Count=25
-- cells by family after synthesis --
kind of cell | synth area share [%]
simple gates | 11.95
compound gates | 19.31
buf+inv | 55.17
mux | 12.87
other cells | 0.6890
-- worst min path at each step --
stage | startpoint | endpoint | slack [ns] | depth (start not counted)
4_1_cts | S_N[1] | ON[0] | 1.10 | 4
5_1_grt | S_N[2] | ON[0] | 1.11 | 4
6_report | S_N[1] | ON[0] | 1.09 | 4
-- placed cells by master, fill, tap and decap left out --
master,n
nand2b_4,1
a21oi_2,2
clkdlybuf4s15_1,7
dlygate4sd2_1,12
buf_2,1
o21ai_1,3
nand2_1,3
conb_1,35
mux2i_1,7
nand2b_1,1
buf_4,4
o22a_1,2
nor2b_1,3
nor2_2,1
o211a_1,3
a21oi_1,5
diode_2,1
clkbuf_2,2
nor2_1,5
clkdlybuf4s15_2,3
-- through the flow --
step                      power [mW]  instances  utilization [%]  worst slack (ns)  hold WS (ns)
after floorplan               0.1260        111                -            0.3912        0.7327
after global placement        0.1634        146            20.77           -0.5523         1.642
after detailed placement      0.1625        146            20.77           -0.5720         1.644
after CTS                     0.1426        146            20.40          0.003243         1.096
after global routing          0.1555        147            20.37          0.008972         1.110
final                         0.1378        147            20.37           0.05378         1.089
-- critical path, delay by kind of cell --
kind / cells / cell delay, ns
buffers and inverters: 3 / 0.51
AND-OR/OR-AND: 1 / 0.19
AND/OR/NAND/NOR: 2 / 0.14
-- routing by layer --
metal,up-vias,global-route usage [%],wire length [um]
li1,230,-,-
met1,180,5.537,787
met2,34,6.822,697
met3,0,1.364,149
met4,0,0,0
met5,-,0,0
-- what timing repair did --
| action | in CTS | in global routing |
|---|---|---|
| endpoints found under the setup margin | 5 | 3 |
| resized | 43 | 6 |
| pin swaps | 13 | 2 |
-- power breakdown --
group          switching [mW]  internal (mW)  leakage [nW]
Combinational          0.0570         0.0809         0.377
Sequential                  0              0             0
Clock                       0   0.0000000891    0.00000634
-- area by class of cell --
| cell class | instances | share of cell area [%] |
|---|---|---|
| diodes | 1 | 0.3597 |
| multi-input cells | 71 | 54.86 |
| well taps | 46 | 8.273 |
| repair buffers | 29 | 36.51 |
Power is estimated from default activity; no workload was simulated.

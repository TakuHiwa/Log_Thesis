### /design/flow/config.mk
export PLATFORM = sky130hd
export DESIGN_NAME = fifo
export DESIGN_NICKNAME = fifo
export VERILOG_FILES = /design/flow/design.v
export SDC_FILE = /design/flow/constraint.sdc
export NUM_CORES = 4
export LEC_CHECK = 1
export CORE_UTILIZATION = 40
### /design/flow/constraint.sdc
current_design fifo

set clk_period 83.9
set clk_io_pct 0.2

create_clock -name clk0 -period $clk_period [get_ports {rclk}]
create_clock -name clk1 -period $clk_period [get_ports {wclk}]

set non_clock_inputs [all_inputs -no_clocks]
set_input_delay [expr $clk_period * $clk_io_pct] -clock clk0 $non_clock_inputs
set_output_delay [expr $clk_period * $clk_io_pct] -clock clk0 [all_outputs]
### /design/flow/design.v
module fifo #(parameter WA=8,WD=16)
  (input  rst          
  ,input  wclk         
  ,input  wen          
  ,input[WD-1:0] wdat  
  ,output reg wfull   
  ,input  rclk         
  ,input  ren          
  ,output reg[WD-1:0] rdat   
  ,output reg rempty  
  );
reg[WA:0] wadr;
reg[WA:0] radr;
reg[WA:0] wptr,wptr0,wptr1;
reg[WA:0] rptr,rptr0,rptr1;
wire[WA:0] next_wadr,next_wptr;
wire[WA:0] next_radr,next_rptr;
reg[WD-1:0] ram[0:2**WA-1];
always @(posedge wclk)
  if(wen) ram[wadr[WA-1:0]] <= wdat;
always @(posedge rclk)
  if(ren) rdat <= ram[radr[WA-1:0]];
always @(posedge wclk or posedge rst) begin
  if(rst)
    {wadr,wptr} <= {{(WA+1){1'b0}},{(WA+1){1'b0}}};
  else if(wen)
    {wadr,wptr} <= {next_wadr,next_wptr};
end
assign next_wadr = wadr + (wen & ~wfull);      
assign next_wptr = next_wadr ^ (next_wadr>>1'b1);  
always @(posedge wclk or posedge rst) begin
  if(rst)
    {rptr1,rptr0} <= {{(WA+1){1'b0}},{(WA+1){1'b0}}};
  else
    {rptr1,rptr0} <= {rptr0,rptr};
end
always @(posedge wclk or posedge rst) begin
  if(rst)
    wfull <= 1'b0;
  else if(next_wptr=={~rptr1[WA:WA-1],rptr1[WA-2:0]})
    wfull <= 1'b1;
  else
    wfull <= 1'b0;
end
always @(posedge rclk or posedge rst) begin
  if(rst)
    {radr,rptr} <= {{(WA+1){1'b0}},{(WA+1){1'b0}}};
  else if(ren)
    {radr,rptr} <= {next_radr,next_rptr};
end
assign next_radr = radr + (ren & ~rempty);     
assign next_rptr = next_radr ^ (next_radr >> 1);   
always @(posedge rclk or posedge rst) begin
  if(rst)
    {wptr1,wptr0} <= {{(WA+1){1'b0}},{(WA+1){1'b0}}};
  else
    {wptr1,wptr0} <= {wptr0,wptr};
end
always @(posedge rclk or posedge rst) begin
  if(rst)
    rempty <= 1'b1;
  else if(next_rptr==wptr1)
    rempty <= 1'b1;
  else
    rempty <= 1'b0;
end
endmodule
### /design/flow/run.sh
#!/bin/bash
# OpenROAD 26Q1-2900-gdf79404cd8, Yosys 0.63+post, stock flow scripts
make -C /OpenROAD-flow-scripts/flow DESIGN_CONFIG=/design/flow/config.mk WORK_HOME=/design/flow/orfs finish
==> commit_impl_results.txt <==
Add synthesis and place-and-route results

* Starting density of the core: 40.3%
- Critical path data required time: roughly 84 ns
- Data arrives at the worst endpoint at 19.48 ns.
- Of the synthesized area, sequential elements account for between 70% and 80%.
- Setup repair after global routing left no endpoint under its margin.
* Biggest area consumer among synthesized cells: edfxtp_1
- The report shows a maximum critical-path fanout of 38.
- Number of warnings issued by yosys: 1
- Type of the worst min-delay path: reg2reg
- Once detail routing completed, the nets flagged for antenna violations numbered 0.
- Setup total negative slack on the finished layout was measured at 0 ns.
- Most frequent cells in the layout: edfxtp_1, mux4_2, buf_4, clkbuf_16, mux2i_1
- For reference, the top cells by area after synthesis are edfxtp_1, mux4_2, mux2i_1, dfrtp_1, nor2_1.
* Initial antenna violation count: 26
* Cell area after synthesis: approximately 0.16 mm^2
* Worst slew slack as a fraction of its limit: 14.3%
* Top-area cell share: 76.6%
* Violation tally from detailed-route iteration zero: 5576
* Final hold vios: 0
- Detailed placer's ending HPWL: 282000 um
- In this run the maximum-capacitance check reported violations numbering 0.
- In this run the core area contains 232 standard-cell rows.
- Finish-stage setup viols: 0
- Series of cell instances along the critical path: buf_2 -> buf_4 -> nor2b_1 -> ha_1 -> nand3_1 -> xor2_1 -> xor2_1 -> or3_1 -> a22oi_1 -> and4_1
- The routed design has 459000 um of wire.
- Per the post-run analysis, buffers plus inverters along the critical path come to 2.
- Measured along the x axis, the die boundary spans approximately 640 um.
* Slowest stage delay, CP: 0.46 ns
- Post-CTS clock slew at the launch and capture registers of the worst setup and hold paths: 0.08 ns
- TritonCTS clock tree: built
- The routed layout has between 70000 and 80000 vias.
- Asr flop ratio synth: 1.72%
- Residual DRC count: 0
- In the Yosys report the total cell count is 7408.
- Average wire per cell in the routed design: 33.8 um
* Count of flip-flops with a built-in enable after synthesis: a little over 4000
* Startpoint kind of the worst setup timing path: primary input
- Average cell area after synthesis: 21.8 um^2
* IR drop worst, VDD: around 0.024 mV
- Looking at the critical path, the single cell with the biggest stage delay is buf_4.
- Number of distinct standard cells referenced by the synthesized netlist: 72
* Area enclosed by the die boundary: 0.406 mm^2
- Vertical die size: between 600 and 700 um
- Share of layout cells above drive strength 1: 26.7%
* Critical path class: in2reg
- According to the report, the first pass of detailed routing completed in 7 iterations.
* Flops after synth: 4184
- The cell count after synthesis came out at between 7000 and 8000.
- The run finished with clean final reports.
- Per the detail_route report, vias per standard cell equal approximately 5.8.
- Worst hold slack: 0.269 ns
* Top cell excl fill/tap: edfxtp_1
* Most frequently used flop master after synthesis: edfxtp_1
* Leakage power figure: about 58 nW
- The filler cells instantiated in the layout total 32089.
* Number of max-slew violations in the final report: 0
- Post-route clock skew: around 0.052 ns
- Layout overhead on the synthesized area: 14.2%
- In this run the tool buffered the top-level ports with 37 buffer cells.
- PD cells: 32.7 mW/mm^2
* Yosys-reported design area after synthesis: 0.161 mm^2
- For this run the aggregate overflow at the end of global routing stands at 0.
* Most frequent CP cell: xor2_1
* Transition time at the pin with the least slew margin: 1.28 ns
* Boundary pin count: 39
- Core region area: 0.400 mm^2
- The worst setup path is captured at a flop.
- Broken down by cell family, the worst path's largest delay share belongs to simple AND/OR/NAND/NOR gates.
* Maximum number of pins on one net before global-route repair: 92
* TritonCTS sink count: between 4000 and 5000
- The first global-routing pass estimated between 600000 and 700000 um of wire.
- Summing over the stages, the warning tally comes to 28.
- GRT Overall Usage: 25.1%
* Final weighted congestion of routability-driven global placement: 0.953
- The via count of the first global-routing pass came to slightly below 90000.
==> registers in the layout, indices dropped and copies added (netlist names), 9 cells and up <==
name / flops
rdat: 16
rptr0: 9
wptr: 9
ram: 4096
wptr1: 9
rptr1: 9
radr: 9
wptr0: 9
==> report_power, final <==
| group | internal, mW | leakage (nW) | switching, mW |
|---|---|---|---|
| Combinational | 0.635 | 13.5 | 1.12 |
| Sequential | 2.33 | 37.8 | 0.0424 |
| Clock | 1.09 | 6.81 | 0.803 |
| Total | 4.06 | 58.1 | 1.96 |
==> cell type report <==
class	count	area (um^2)	area share [%]
antenna	16	40.0	0.0217
clock buffer	487	10800	5.88
multi-input combinational	2775	33500	18.2
tap	5265	6590	3.58
inverter	8	43.8	0.0238
timing repair buffer	582	4680	2.54
clock inverter	289	3130	1.70
sequential	4184	125000	68.1
==> metrics by stage <==
stage / worst slack (ns) / area, um^2 / std cells / utilization (%) / power, mW
after detailed placement: 64.17 / 170000 / 12805 / 42.5 / 4.15
after CTS: 64.71 / 184000 / 13590 / 46.0 / 6.03
after global placement: 64.25 / 170000 / 12805 / 42.5 / 4.15
after floorplan: 64.82 / 161000 / 7408 / - / 3.43
final: 64.70 / 184000 / 13606 / 46.0 / 6.02
after global routing: 64.46 / 184000 / 13598 / 46.0 / 6.21
==> per-layer routing <==
layer  track usage (%)  share of wire [%]  vias up
li1                  -                  -    32343
met2              35.2                 45     5719
met1              27.0                 29    40044
met4              8.70                4.7       57
met5              3.45               0.36        -
met3              22.6                 20      877
==> cell families (layout without fill, tap and decap cells) <==
logic type,Yosys count,count (layout),synth area share [%]
compound gates,713,713,3.10
xor+xnor,59,59,0.320
fa+ha+maj,4,4,0.0310
buf+inv,449,1366,1.75
flops,4184,4184,77.7
mux,1304,1304,15.3
other cells,0,16,0
simple gates,695,695,1.84
==> timing repair <==
action,CTS,global route
buffers inserted,0,0
hold buffers,9,0
gates resized,0,0
endpoints found under the hold margin,9,0
==> cells in the mapped netlist, drive strengths merged (21+ instances only) <==
cell    count
clkbuf    184
nor2      331
nand3      66
a31oi      21
o221ai     59
nand2     193
a22o       21
o211ai     24
xnor2      42
a221oi     80
edfxtp   4112
a22oi     112
mux4      921
nor2b      22
buf       257
dfrtp      71
mux2i     374
o21ai      59
a21oi     179
nand4      21
a211oi     43
o22ai      40
==> worst paths after layout <==
kind | start | to | slack, ns | cells after the start
max in group clk1 | wdat[5] | ram[125][5] | 65.14 | 5
hold / removal | rptr[3] | rptr0[3] | 0.27 | 1
hold reg to reg | rptr[3] | rptr0[3] | 0.27 | 1
min in group clk0 | wptr0[5] | wptr1[5] | 0.35 | 0
setup reg to reg | radr[0] | rdat[3] | 77.13 | 11
setup / recovery | ren | rempty | 64.70 | 10
min in group asynchronous | rst | wadr[5] | 16.21 | 2
max in group asynchronous | rst | radr[5] | 65.97 | 3
Power is estimated from default activity; no workload was simulated.

--- ./config.mk ---
export PLATFORM = sky130hd
export DESIGN_NAME = FIFO
export DESIGN_NICKNAME = FIFO
export VERILOG_FILES = /design/flow/design.v
export SDC_FILE = /design/flow/constraint.sdc
export NUM_CORES = 4
export LEC_CHECK = 1
export CORE_UTILIZATION = 40
--- ./constraint.sdc ---
current_design FIFO

set clk_period 54.6
set clk_io_pct 0.2

create_clock -name clk0 -period $clk_period [get_ports {clk}]

set non_clock_inputs [all_inputs -no_clocks]
set_input_delay [expr $clk_period * $clk_io_pct] -clock clk0 $non_clock_inputs
set_output_delay [expr $clk_period * $clk_io_pct] -clock clk0 [all_outputs]
--- ./design.v ---
module Address_Counter3(
    input clk,
    input en,
    output Q0,
    output Q1,
    output Q2
    );
    wire ack = clk & en; 
    Counter3 counter(.clk(ack), .Q0o(Q0), .Q1o(Q1), .Q2o(Q2));
endmodule
module B_SRAM #(
    parameter width_adr = 2, width_data = 72*4
)(
    input wr_en,
    input [width_adr-1:0] wr_adr,
    input [width_data-1:0] wr_dt,
    input clk,
    input rd_en,
    input [width_adr-1:0] rd_adr,
    output [width_data-1:0] rd_dto
    );
    (* ram_style = "block" *)
    reg [width_data-1:0] memcell [2**width_adr - 1:0];
    reg [width_data-1:0] rd_dt;
    always @(posedge clk) begin
        if(wr_en) 
            memcell[wr_adr] <= wr_dt;
        if(rd_en) 
            rd_dt <= memcell[rd_adr];
    end
    assign rd_dto = rd_dt;
endmodule
`timescale 1ns / 1ps
module Counter3(
    input clk,
    output Q0o,
    output Q1o,
    output Q2o
    );
    wire Z0n, Z1n, Z2n;
    wire Z1a;
    wire Z1e, Z2e;
    reg reset;
    initial begin
        reset = 1;
        #10;
        reset = 0;
    end
    DFF dff1(
        .D(Z0n),
        .clk(clk),
        .Qo(Q0o),
        .nQo(Z0n),
        .reset(reset)
    );
    DFF dff2(
        .D(Z1e),
        .clk(clk),
        .Qo(Q1o),
        .nQo(Z1n),
        .reset(reset)
    );
    assign Z1e = Q0o ^ Q1o;
    assign Z1a = Q0o & Q1o;
    DFF dff3(
        .D(Z2e),
        .clk(clk),
        .Qo(Q2o),
        .nQo(Z2n),
        .reset(reset)
    );
    assign Z2e = Z1a ^ Q2o;
endmodule
module DFF(
    input D,
    input clk,
    input reset,
    output Qo,
    output nQo
    );
    reg Q;
    assign Qo = Q;
    assign nQo = ~Q;
    initial begin
        Q <= 0;
    end
    always @(posedge clk) begin
        if(reset)
            Q <= 0;
        else
            Q <= D;
    end 
endmodule
`timescale 1ns / 1ps
module FIFO#(
    parameter width_adr = 3, width_data = 72*4
    )(
    input clk,
    input write_en,
    input [width_data-1:0] write_dt,
    input read_en,
    output [width_data-1:0] read_dt,
    output full,
    output empty,
    output [width_adr-1:0] d_wadr,
    output [width_adr-1:0] d_radr
    );
    wire [width_adr-1:0] write_adr;
    wire [width_adr-1:0] read_adr;
    assign d_wadr = write_adr;
    assign d_radr = read_adr;
    B_SRAM sram(.wr_en(write_en), .wr_adr(write_adr[width_adr-2:0]), .wr_dt(write_dt), .clk(clk), .rd_en(read_en), .rd_adr(read_adr[width_adr-2:0]), .rd_dto(read_dt));
    Address_Counter3 write_counter(.clk(clk), .en(write_en), .Q0(write_adr[0]), .Q1(write_adr[1]), .Q2(write_adr[2]));
    Address_Counter3 read_counter(.clk(clk), .en(read_en), .Q0(read_adr[0]), .Q1(read_adr[1]), .Q2(read_adr[2]));
    wire full, empty;
    assign empty = (read_adr == write_adr) ? 1 : 0;
    assign full = ((read_adr[width_adr-2:0] == write_adr[width_adr-2:0]) & (read_adr[width_adr-1] != write_adr[width_adr-1])) ? 1 : 0;
endmodule
--- ./run.sh ---
#!/bin/bash
# OpenROAD 26Q1-2900-gdf79404cd8, Yosys 0.63+post, stock flow scripts
make -C /OpenROAD-flow-scripts/flow DESIGN_CONFIG=/design/flow/config.mk WORK_HOME=/design/flow/orfs finish
==> flow_summary.toml <==
# yosys + openroad results
[worst_hold_path]
min_path_type = "primary input to clock gate"

[place]
placedInstanceArea_mm2 = 0.0583
hpwl_um = 59900
gp_congestion = 0.836
port_buffers = 586

[floorplanning]
ios = 587
dieArea_mm2 = 0.128
fp_util_pct = 40.5
die_y_um = 357
die_width_um = 357
rows = 129
coreArea_mm2 = 0.124

[pwr]
p_per_area_mw_per_mm2 = 35.6
power.static_leakage_nw = 20.1
vdd_drop_max_v = 0.0000348
power_mw = 2.27

[setup_path]
crit_slowest_cell = "dlygate4sd3_1"
crit_arrival_ps = 29010
crit_type = "primary input to clock gate"
start_kind = "primary input"
critPathMaxFanout = 5
cp_common_cell = "dlygate4sd3_1"
cp-end-kind = "clock gate"
crit_required_ps = 55090
crit_path_max_incr_delay_ps = 650

[logic_synthesis]
yosysWarnings = 3
syn_inst = 1825
synth_cell_types = 15
yosysTopAreaCell = "edfxtp_1"
top_cells_by_area = "edfxtp_1 (86%), mux4_2 (13%), buf_2 (0.38%)"
netlist_area_mm2 = 0.0505
ys_seq_share_pct = 85.9
flop_cell = "edfxtp_1"
syn_avg_cell_area_um2 = 27.6
synth-async-reset-ratio_pct = 0
synth-edff-count = 1440
yosysMostFrequentCell = "edfxtp_1"
ys_cells = 1825
top_cell_area_share_pct = 85.7
ys_area_mm2 = 0.0505
synthTopCellsByCount = "edfxtp_1 (1,440), mux4_2 (288), buf_2 (38), buf_4 (13), buf_6 (11)"
synth_flops = 1446

[route]
final_antenna_net_count = 0
drt_iter0_markers = 1413
via_per_inst = 5.06
routed_wl_um = 103000
routedWlPerCell_um = 23.5
route.detailed.drc = 0
first_pass_iters = 4
vias = 22080

[grt]
grt_start_max_net_pins = 98
grt_antenna_before_repair = 30
grt_pass1_vias = 24619
grt_overflow_total = 0
grt_first_pass_wirelength_um = 152000
grt.total_usage_pct = 17.9

[final_timing]
finClkSkew_ps = 53.3
setup_viol_count_final = 0
drv_slew = 0
fin_tns_setup_ps = 0
slew_headroom_pct = 42.9
hold_slack_ps = 220
worstMarginPinSlew_ps = 857
finalHoldViolations = 0
rsz0062_at_grt = "no"

[finish]
postLayoutCoreUtil_pct = 51.2
fin_area_mm2 = 0.0638
syn_to_final_growth_pct = 26.4
drive_above_1_share_pct = 20.0

[clock_network]
post_cts.repair.setup_buffers = 0
cts_tree = "done"
clock_latency_ps = 910

[run]
warning_count = 29
cap_violations = 0

[outcome]
outcome = "finished clean"
==> logic make-up (layout without fill, tap and decap cells) <==
group / count (synthesis) / after routing / share of synthesized area, %
buffers and inverters: 73 / 964 / 0.898
adders and majority gates: 5 / 5 / 0.124
muxes: 288 / 288 / 12.9
other: 0 / 8 / 0
and+or+nand+nor: 8 / 8 / 0.0992
DFF: 1446 / 1446 / 85.9
xor gates and xnor gates: 5 / 5 / 0.0868
==> layer usage <==
layer  wire, um  up-vias  track usage (%)
met4       2340       40             3.56
met2      50400     1102             26.9
li1           -     9478                -
met1      36300    11264             24.3
met3      13400      196             11.1
met5        258        -                0
==> worst max-delay path: cells and delay by family <==
kind	cells	cell delay, ps
buf+inv	32	18080
==> where the power goes <==
group	switching (mW)	internal, mW
Sequential	0.00558	1.24
Clock	0.413	0.559
Combinational	0.0237	0.0305
==> path summary, 6_finish.rpt <==
check | slack [ps] | cells past startpoint | from | to
setup reg to reg | 50360 | 6 | write_counter.counter.dff1.Q$_DFF_P_ | sram.memcell[1][210]$_DFFE_PP_
hold / removal | 220 | 31 | read_en | clock gate
max in group clk0 | 31220 | 22 | write_en | sram.memcell[1][210]$_DFFE_PP_
hold reg to reg | 520 | 1 | read_counter.counter.dff3.Q$_DFF_P_ | read_counter.counter.dff3.Q$_DFF_P_
setup / recovery | 26080 | 32 | write_en | clock gate
min in group clk0 | 520 | 1 | read_counter.counter.dff3.Q$_DFF_P_ | read_counter.counter.dff3.Q$_DFF_P_
==> sequential cells by signal, summed over array words and instances, names as in the netlist <==
signal and count:
sram.rd_dt 288, write_counter.counter.dff1.Q 1, sram.memcell 1152, read_counter.counter.dff3.Q 1, read_counter.counter.dff2.Q 1, write_counter.counter.dff3.Q 1
write_counter.counter.dff2.Q 1, read_counter.counter.dff1.Q 1
==> cells in the final DEF, fill, tap and decap left out <==
cell             netlist  final
clkinvlp_4             0      4
buf_4                 13     38
clkinv_2               0     21
bufinv_16              0      7
xor2_1                 4      4
clkbuf_1               6     34
edfxtp_1            1440   1440
inv_16                 0      4
nor3b_1                1      1
dfxtp_4                0      2
clkdlybuf4s50_1        0    585
dfxtp_1                6      4
mux4_2               288    288
and2_4                 0      4
inv_6                  0      5
inv_1                  3      3
and2_1                 6      2
clkbuf_16              0    158
diode_2                0      8
clkinv_1               0     31
nor3_1                 1      1
clkinv_8               0      5
buf_12                 0      3
dlygate4sd3_1          0     61
buf_8                  0      1
ha_1                   5      5
clkinv_4               0      2
clkinv_16              0      2
xnor2_1                1      1
==> repair_timing <==
action / 4_1_cts / 5_1_grt
setup endpoints to repair: 0 / 0
hold buffers: 61 / 0
endpoints found under the hold margin: 2 / 0
gates resized: 0 / 0
==> through the flow <==
step | instances | worst slack [ps]
finish | 4361 | 26080
global route | 4356 | 25790
CTS | 4353 | 26710
detailed placement | 4019 | 39420
global placement | 4019 | 39430
floorplan | 1825 | 36500
==> final cells by class <==
class                      count  area [um2]
tap                         1637        2050
inverter                       3        11.3
antenna                        8        20.0
clock inverter                81         744
clock buffer                 192        4080
sequential                  1446       43400
fill                        9294       60700
multi-input combinational    306        6650
timing repair buffer         688        6830
No activity file was given, so power comes from the tool's default toggle rates.
